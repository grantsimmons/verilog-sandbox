==> ./design.v <==
module ping #(parameter ADDR_WIDTH = 8, parameter ARR_LENGTH = 8, parameter DATA_WIDTH = 8) (
    input wire clk,
    input wire rst,
    input wire mem_busy,
    input wire [7:0] data_in,
    output wire init_out,
    output wire [ADDR_WIDTH-1:0] addr_out
);
reg [2:0] state;
reg init;
reg [ADDR_WIDTH-1:0] addr;
reg [8 * ARR_LENGTH -1:0] data;
reg [8 * ARR_LENGTH -1:0] data2;
reg buffer_mux;
reg [$clog2(ARR_LENGTH+1)-1:0] pos;
wire pos_ready;
assign pos_ready = (pos == ARR_LENGTH) ? 1 : 0;
assign addr_out = (state == 2'b01) ? addr : 'bx;
assign init_out = (state == 2'b01) ? init : 'b0;
always @(posedge clk or negedge rst) begin
    if (~rst) begin
        addr <= -1;
        init <= 'b0;
        state <= 'b0;
        pos <= -1;
        data <= 'bx;
        data2 <= 'bx;
        buffer_mux <= 0;
    end
    else begin
        if(mem_busy) begin
            state <= 2'b0;
        end
        else begin
            if(state == 2'b0) begin
                case(buffer_mux)
                    1'b0: data[pos * DATA_WIDTH +: DATA_WIDTH] <= data_in;
                    1'b1: data2[pos * DATA_WIDTH +: DATA_WIDTH] <= data_in;
                endcase
                pos <= pos + 1'b1;
                addr <= addr + 1'b1;
                init <= 1;
                state <= 2'b01;
            end
            if(state == 2'b01) begin
            end
        end
    end
end
always @(posedge clk) begin
    if (pos_ready) begin
        buffer_mux <= ~buffer_mux;
        pos <= 'b0;
    end
end
endmodule
==> ./run.sh <==
#!/bin/bash
# OpenROAD 26Q1-2900-gdf79404cd8, Yosys 0.63+post, stock flow scripts
make -C /OpenROAD-flow-scripts/flow DESIGN_CONFIG=/design/flow/config.mk WORK_HOME=/design/flow/orfs finish
==> ./config.mk <==
export PLATFORM = sky130hd
export DESIGN_NAME = ping
export DESIGN_NICKNAME = ping
export VERILOG_FILES = /design/flow/design.v
export SDC_FILE = /design/flow/constraint.sdc
export NUM_CORES = 4
export LEC_CHECK = 1
export CORE_AREA = 10 10 70 70
export DIE_AREA = 0 0 80 80
==> ./constraint.sdc <==
current_design ping

set clk_period 2.1
set clk_io_pct 0.2

create_clock -name clk0 -period $clk_period [get_ports {clk}]

set non_clock_inputs [all_inputs -no_clocks]
set_input_delay [expr $clk_period * $clk_io_pct] -clock clk0 $non_clock_inputs
set_output_delay [expr $clk_period * $clk_io_pct] -clock clk0 [all_outputs]
==> run_results.csv <==
group,metric,value,unit
status,status,"complete, no violations",
run,cap_violations,0,
setup_path,cp_top_family,"flip-flops",
run,log.warning_count,33,
yosys,ys.flops,11,
hold_path,hold_depth,1,
setup_path,cp_data_arrival_time,1.31,ns
cts,cts.clk_slew.worst_paths,0.06,ns
cts,numCtsBuffers,3,
cts,post_cts_buffers,0,
yosys,synth_seq_share,0.636,
power,leakagePower,0.240,nW
final_timing,min_period,1.73,ns
global_route,grtUsageTotal,0.0299,
setup_path,required,1.68,ns
yosys,synthFlopType,"dfstp_2",
setup_path,crit_type,"reg -> out",
drt,diodes,0,
floorplan,die_y,80,um
cts,ctsHoldBuffers,0,
cts,cts.sinks,11,
layout,stdcell_count,95,
setup_path,crit_buf_inv,1,
setup_path,reg2reg_from,"addr[0]",
global_route,grt_antenna_before_repair,0,
cts,tritoncts,"yes",
final_timing,rsz0062_at_grt,"false",
power,p_per_area,1090,mW/mm2
yosys,ys_warn_count,1,
layout,area_delta_synth_final,43.1,%
global_route,grt_pass1_wl,1.50,mm
cts,clock_path_buffers,2,
yosys,syn_area,450,um2
setup_path,worst_r2r_path_depth,4,
setup_path,r2r-end,"addr[6]",
drt,ant_nets,0,
cts,root_buffer,"clkbuf_4",
yosys,ys_cells,34,
yosys,yosys_area,450,um2
placement,gp_congestion,0.730,
drt,drt_first_pass_iters,4,
final_timing,fmax,577,MHz
final_timing,tns,0,ns
global_route,grt_pass1_vias,321,
global_route,gr-total-overflow,0,
drt,drt_wl_total,840,um
setup_path,critical_path.startpoint_type,"register",
yosys,post_synth.cell_area_avg,13.2,um2
setup_path,reg2reg_slack,0.80,ns
drt,met2_wirelength,291,um
floorplan,rows,21,
drt,wl_met3,152,um
final_timing,finalSetupViolations,0,
final_timing,period_used_share,0.825,
setup_path,cp_cell_sequence,"clkdlybuf4s50_1",
cts,insertion_delay,0.26,ns
final_timing,final-hold-violation-count,0,
floorplan,io_pins,20,
placement,dp_cells,91,
yosys,synthArstFlopShare,1.00,
floorplan,dieArea,0.00640,mm2
layout,drive_gt1_frac,0.265,
final_timing,maxSlewHeadroom,0.697,
floorplan,core_area,0.00342,mm2
hold_path,hold_class,"reg -> reg",
floorplan,die_w,80,um
setup_path,crit_slowest_cell,"dfstp_2",
setup_path,endpoint_kind,"output pin",
yosys,synth-edff-count,0,
final_timing,slew_violations,0,
yosys,ys_types,16,
layout,fillCellCount,381,
setup_path,crit_fanout,5,
drt,drt_iter0_markers,15,
power,peakVddDrop,582,uV
drt,wl_met1,397,um
setup_path,cp_num_cells,1,
drt,viasPerCell,3.09,
drt,highest_layer,"met3",
floorplan,fp_util,0.132,
cts,cts-resized-gates,0,
drt,drt-wirelength-per-cell,8.84,um
final_timing,clock_skew,0.00526,ns
drt,vias,294,
hold_path,hp-start,"init",
hold_path,min_to,"init",
yosys,syn_inst,34,
placement,portBuffers,11,
setup_path,slowest_delay,0.57,ns
drt,drc,0,
global_route,grt_max_degree,12,
final_timing,tightestPinTransition,0.453,ns
cts,ctsHtreeMaxLevel,1,
-- stage by stage --
step                      setup WS (ns)  hold WS (ns)  cell area, um2  utilization  total power [mW]
after floorplan                   0.906         0.124             450            -             0.427
after global placement            0.522         0.445             618        0.181             0.568
after detailed placement          0.513         0.450             618        0.181             0.574
after CTS                         0.337         0.466             644        0.189             0.717
after global routing              0.297         0.506             644        0.189             0.772
final                             0.368         0.460             644        0.189             0.701
-- final cells by class --
cell class	count	area, um2	area share
timing repair buffer	11	110	0.171
clock buffer	4	26.3	0.0408
inverter	1	3.75	0.00583
sequential	11	287	0.445
tap	46	57.6	0.0893
multi-input combinational	22	160	0.249
-- synth_stat cells (all sizes together), types with 2 or more instances --
| master | number | area, um2 |
|---|---|---|
| dfrtp | 2 | 50.1 |
| xnor2 | 5 | 43.8 |
| nand2 | 5 | 18.8 |
| xor2 | 2 | 17.5 |
| dfstp | 9 | 236 |
-- per-layer routing --
layer,GRT usage,up-vias
li1,-,143
met3,0.0284,0
met5,0,-
met2,0.0353,13
met4,0.00176,0
met1,0.0395,138
-- cells in the final DEF (no fill, tap or decap) --
cell             count
clkdlybuf4s50_1     11
dfstp_2              9
nand2_1              5
xnor2_1              5
clkbuf_4             3
xor2_1               2
dfrtp_1              2
inv_1                1
and2_1               1
and4b_1              1
and3_1               1
nand3b_1             1
nor2_1               1
nand4_1              1
nand2b_1             1
mux2_1               1
nor3_2               1
ha_1                 1
clkbuf_1             1
-- how the worst max path moves through the flow --
stage / from / end
CTS: addr[2] / addr_out[2]
global route: addr[2] / addr_out[2]
finish: addr[2] / addr_out[2]
-- power breakdown --
| group | internal (mW) | switching [mW] |
|---|---|---|
| Clock | 0.0733 | 0.0628 |
| Sequential | 0.310 | 0.0636 |
| Combinational | 0.139 | 0.0524 |
| Total | 0.522 | 0.179 |
-- sequential cells by signal (all words and copies together), names as in the netlist --
name and flops:
init 1, state 2, addr 8
-- logic make-up (layout without fill, tap and decap cells) --
kind of cell / count (synthesis) / after routing / synth area share
adders and majority gates: 1 / 1 / 0.0278
xor gates and xnor gates: 7 / 7 / 0.136
muxes: 1 / 1 / 0.0250
and+or+nand+nor: 13 / 13 / 0.167
DFF: 11 / 11 / 0.636
buffers and inverters: 1 / 16 / 0.00833
No activity file was given, so power comes from the tool's default toggle rates.
