`design/flow/run.sh`:
```
#!/bin/bash
# OpenROAD 26Q1-2900-gdf79404cd8, Yosys 0.63+post, stock flow scripts
make -C /OpenROAD-flow-scripts/flow DESIGN_CONFIG=/design/flow/config.mk WORK_HOME=/design/flow/orfs finish
```
`design/flow/constraint.sdc`:
```
current_design trafficfsm

set clk_period 1.0
set clk_io_pct 0.2

create_clock -name clk0 -period $clk_period [get_ports {clk}]

set non_clock_inputs [all_inputs -no_clocks]
set_input_delay [expr $clk_period * $clk_io_pct] -clock clk0 $non_clock_inputs
set_output_delay [expr $clk_period * $clk_io_pct] -clock clk0 [all_outputs]
```
`design/flow/config.mk`:
```
export PLATFORM = sky130hd
export DESIGN_NAME = trafficfsm
export DESIGN_NICKNAME = trafficfsm
export VERILOG_FILES = /design/flow/design.v
export SDC_FILE = /design/flow/constraint.sdc
export NUM_CORES = 4
export LEC_CHECK = 1
export CORE_AREA = 10 10 70 70
export DIE_AREA = 0 0 80 80
```
`design/flow/design.v`:
```
module trafficfsm (
        input wire clk,
        input wire reset,
        input wire Ta,
        input wire Tb,
        output reg [1:0] La,  
        output reg [1:0] Lb
        );
    typedef enum reg [1:0] { R, Y, G } Color;
    Color colorA, colorB;
    typedef enum reg [1:0] { A, B, C, D } State;
    State currentState, nextState;
    always @(posedge clk) begin
        if (~reset)
            currentState <= A;
        else
            currentState <= nextState;
    end
    always @(*) begin
        case(currentState)  
            A:  if(Tb)  nextState = B;
                else    nextState = A;
            B:  nextState = C;
            C:  if(Ta)  nextState = D;
                else    nextState = C;
            D:  nextState = A;
            default:    nextState = A;
        endcase
        case(currentState)  
            A:  begin 
                    La = G;
                    Lb = R;
            end
            B:  begin
                    La = Y; 
                    Lb = R;
            end
            C:  begin
                    La = R; 
                    Lb = G;
            end
            D:  begin
                    La = R; 
                    Lb = Y;
            end
            default: begin
                    La = G; 
                    Lb = R;
            end
        endcase
    end
endmodule
```
==> impl_metrics.json <==
{
  "status": "finished with violations",
  "violations": "negative setup slack",
  "fp_util": 0.0403,
  "antenna_cells": 0,
  "grt_overflow": 0,
  "grt_pass1_vias": 137,
  "cts.reportedPaths.clkPinSlew_ps": 40,
  "top_cell_area_share": 0.582,
  "coreArea_mm2": 0.00342,
  "p_leak_nw": 0.124,
  "grt_max_degree": 5,
  "clock.fmax_ghz": 0.911,
  "dp_slack_ps": -205,
  "hold_start": "currentState[0]",
  "grt_usage": 0.0155,
  "slowest_stage": "dfxtp_2",
  "worst_pin_slew_ps": 130,
  "cp_num_buf_inv": 2,
  "via_per_inst": 1.87,
  "fp-row-count": 21,
  "relSlewSlack": 0.913,
  "syn2layout_area_growth_pct": 130,
  "warning_count": 27,
  "maxCapViolations": 0,
  "syn_inst": 14,
  "clock_path_buffers": 2,
  "final_cell_mix": "3 x clkbuf_4, 3 x dfxtp_2, 3 x clkdlybuf4s50_1, 3 x buf_6",
  "dieWidth_um": 80,
  "routed_wl_um": 445,
  "dr.pass1.iters": 1,
  "gp_congestion": 0.733,
  "port_buffers": 7,
  "regToRegSetupSlack_ps": 180,
  "syn_area_um2": 138,
  "vdd_drop_max_mv": 0.362,
  "ys_cells": 14,
  "final_area_um2": 317,
  "grt_pass1_wl_um": 731,
  "ios": 8,
  "regMostFlops": "currentState",
  "required_ps": 800,
  "setup.worst_path.start_class": "flop",
  "cts_max_level": 1,
  "synth-warning-count": 1,
  "wl_per_cell_um": 6.27,
  "reg_top3": "currentState (4)",
  "finalMaxSlewViolations": 0,
  "cts.sinks": 4,
  "die_h_um": 80,
  "critPathCaptureType": "output pin",
  "max_stage_delay_ps": 310,
  "place_area_um2": 262,
  "avgSynthCellArea_um2": 9.83,
  "yosysUniqueCellTypes": 9,
  "hold_end": "currentState[0]",
  "critical_path_depth": 3,
  "ys_seq_elements": 4,
  "cts_tree": "yes",
  "hp-class": "flop to flop",
  "root_buffer": "clkbuf_4",
  "nFillCells": 407,
  "cts_inserted_buffers": 3,
  "rsz0062_at_grt": "yes",
  "drc": 0,
  "yosysSeqAreaShare": 0.582,
  "num_vias": 133,
  "largest_reg_flops": 4,
  "drtIter0Drc": 0,
  "r2r_start": "currentState[2]",
  "r2r_end": "currentState[1]",
  "critPathTopFamily": "flip-flops",
  "fin_crit_sh": 1.10,
  "finalSetupTns_ps": -98.2,
  "path_cells": "buf_6, nor3_2, buf_2",
  "cts_hold_buf": 0,
  "rr_worst_depth": 3,
  "setup_slack_ps": -98.2,
  "ys_chip_area_um2": 138,
  "whs_path_depth": 2,
  "crit_arrival_ps": 900,
  "critPathKind": "flop to output pin",
  "clock.latency.late_pin_ps": 240,
  "powerDensity_mw_per_mm2": 1340,
  "path_max_fanout": 2,
  "final_core_utilization": 0.0927,
  "yosys.area.top_type": "dfxtp_1",
  "hold_viol": 0,
  "topCellsByArea": "dfxtp_1 58%, clkbuf_1 8.2%, and3_2 5.5%, nand3b_1 5.5%, o21a_1 5.5%",
  "die_area_mm2": 0.00640,
  "setup_viol": 1,
  "skew_ps": 4.71,
  "ant_nets": 0,
  "fin_crit_ps": 1100,
  "antenna_found_initial": 0,
  "power.total_w": 0.000423,
  "drive_gt1_frac": 0.560
}
-- cell usage after synthesis --
cell type	instances
and3_1	1
o21a_1	1
nor3_1	1
and3_2	1
nand2b_1	1
nand3b_1	1
dfxtp_1	4
nor2b_1	1
clkbuf_1	3
-- final cells by class --
| type | count | area [µm²] | share of cell area |
|---|---|---|---|
| Timing Repair Buffer | 11 | 101 | 0.320 |
| Sequential cell | 4 | 83.8 | 0.265 |
| Tap cell | 46 | 57.6 | 0.182 |
| Multi-Input combinational cell | 7 | 51.3 | 0.162 |
| Clock buffer | 3 | 22.5 | 0.0711 |
-- power breakdown --
part	internal (W)	switching [W]
Sequential	0.000170	0.00000482
Clock	0.000134	0.0000653
Combinational	0.0000365	0.0000123
Total	0.000340	0.0000824
-- worst max path at each step --
stage / to / slack (ps) / startpoint
final: La[1] / -100 / currentState[2]
after global routing: La[1] / -150 / currentState[2]
after CTS: La[1] / -110 / currentState[3]
-- routing by layer --
metal / global-route usage / routed length [µm] / share of wire
met5: 0 / 0 / 0
met4: 0.00528 / 8 / 0.018
met3: 0.0159 / 45 / 0.10
met2: 0.0233 / 225 / 0.51
met1: 0.0139 / 166 / 0.37
-- what timing repair did --
action,in CTS,in global routing
setup buffers,2,1
gates resized,15,2
setup endpoints to repair,4,2
pin swaps,1,1
-- cells by family after synthesis --
family / count (synthesis) / share of synthesized area
AND/OR/NAND/NOR: 6 / 0.282
flip-flops: 4 / 0.582
buffers and inverters: 3 / 0.0818
AND-OR/OR-AND: 1 / 0.0546
-- per-stage QoR --
step | hold slack [ps] | cells
CTS | 482 | 70
floorplan | 283 | 14
global route | 520 | 71
global placement | 459 | 65
finish | 475 | 71
detailed placement | 469 | 65
-- worst reg2reg max path, delay by kind of cell (launching register included) --
kind | cells | cell delay (ps)
flops | 1 | 310
buf+inv | 2 | 230
compound gates | 1 | 170
Power figures rest on the tool's default switching activity, not on a simulated workload.
