$ cat flow/run.sh
#!/bin/bash
# OpenROAD 26Q1-2900-gdf79404cd8, Yosys 0.63+post, stock flow scripts
make -C /OpenROAD-flow-scripts/flow DESIGN_CONFIG=/design/flow/config.mk WORK_HOME=/design/flow/orfs finish
$ cat flow/config.mk
export PLATFORM = sky130hd
export DESIGN_NAME = booth
export DESIGN_NICKNAME = booth
export VERILOG_FILES = /design/flow/design.v
export SDC_FILE = /design/flow/constraint.sdc
export NUM_CORES = 4
export LEC_CHECK = 1
export CORE_AREA = 10 10 89 89
export DIE_AREA = 0 0 99 99
$ cat flow/constraint.sdc
current_design booth

set clk_period 3.9
set clk_io_pct 0.2

create_clock -name clk0 -period $clk_period [get_ports {clk}]

set non_clock_inputs [all_inputs -no_clocks]
set_input_delay [expr $clk_period * $clk_io_pct] -clock clk0 $non_clock_inputs
set_output_delay [expr $clk_period * $clk_io_pct] -clock clk0 [all_outputs]
$ cat flow/design.v
module booth #(parameter OPERAND_BITS = 4) (
        input wire clk,
        input wire [OPERAND_BITS - 1:0] mul1,
        input wire [OPERAND_BITS - 1:0] mul2,
        output wire [2 * OPERAND_BITS - 1:0] res_out,
        output reg ready,
        output wire [2 * OPERAND_BITS - 1:0] comp
        );
    localparam N_BITS = $clog2(OPERAND_BITS + 1);
    reg [OPERAND_BITS - 1:0] A;
    reg [OPERAND_BITS - 1:0] Q;
    reg q0;
    reg [OPERAND_BITS - 1:0] M;
    reg [OPERAND_BITS - 1:0] mul2_mem;
    reg [N_BITS - 1:0] n;
    assign res_out = {A, Q};
    wire [1:0] op;
    assign op = {Q[0], q0};
    wire [2 * OPERAND_BITS:0] test;
    assign test = {A, Q, q0};
    assign comp = ~(res_out) + 1'b1;  
    initial begin
        n <= OPERAND_BITS + 1;
    end
    always @(posedge clk) begin
        if (n == OPERAND_BITS + 1) begin
            A <= 0;
            Q <= mul2;
            q0 <= 1'b0;
            M <= mul1;  
            mul2_mem <= mul2;
        end
        if (ready && ((mul1 != M) || (mul2 != mul2_mem))) begin
            ready = 0;
            n = OPERAND_BITS + 1;
            A <= 0;
            Q <= mul2;
            q0 <= 1'b0;
            M <= mul1;
            mul2_mem <= mul2;
        end
        if (n < OPERAND_BITS + 1 && n != 0) begin
            case(op)
                2'b01: A = A - M;
                2'b10: A = A + M;
                default: A = A;
            endcase
            {A, Q, q0} = {A, Q, q0} >> 1;
            A[OPERAND_BITS - 1] <= A[OPERAND_BITS - 2];
        end
        if(n <= 1) begin
            ready <= 1;
            n = 0;
        end
        else begin
            ready <= 0;
            n = n - 1;
        end
    end
endmodule
==> run_results.csv <==
group,metric,value,unit
timing,setup_viol,0,
routing,antenna_left,0,
timing,max_freq,357,MHz
grt,grt_max_degree,11,
routing,wirelength,1980,um
worst_setup_path,critPathMaxFanout,7,
clocking,clock_latency,0.25,ns
clocking,clk_path_buf_depth,2,
placement,post-dp-hpwl,1630,um
clocking,htree_levels,1,
pwr,pwr-share-comb,54.0,%
routing,avgViaCountPerCell,3.72,
pwr,powerDensity,923,mW/mm^2
finish,area_growth,34.7,%
synth,synth_flops,20,
routing,drc,0,
pwr,internal_power,0.914,mW
worst_setup_path,endpoint_kind,"flip-flop",
clocking,clock-root-buffer,"clkbuf_8",
worst_setup_path,crit_family,"buffers and inverters",
clocking,post_cts_buffers,0,
clocking,clock_sinks,20,
placement,place_inst,188,
pwr,ir_worst_vdd,0.363,mV
finish,instances_no_fill,191,
worst_hold_path,hp-class,"reg2reg",
floorplan,die_height,99,um
timing,skew,0.00107,ns
pwr,finalPower,1.35,mW
placement,io_buffers,25,
pwr,pwr-share-seq,36.6,%
synth,ys_chip_area,0.00109,mm^2
worst_setup_path,worst-endpoint-required,3.86,ns
pwr,leakagePower,0.533,nW
timing,min_period,2.80,ns
timing,rsz0062_at_grt,"false",
timing,fin_tns_setup,0,ns
synth,synth_area,0.00109,mm^2
clocking,cts_tree,"yes",
grt,grt_pass1_vias,698,
routing,via_count,710,
synth,synthArstFlopShare,0,%
finish,regArea,561,um^2
run_status,status,"completed",
finish,layout-drive-gt1-share,7.76,%
timing,worst_pin_slew,0.346,ns
worst_setup_path,worstPathCellList,"clkdlybuf4s50_1 > xnor2_1 > nand4_1 > o21ai_0 > nand2_1 > ha_1 > ha_1 > nor3_1 > buf_4",
pwr,p_sw,0.439,mW
finish,mostFrequentLayoutCells,"25 x clkdlybuf4s50_1, 16 x edfxtp_1, 13 x xnor2_1",
worst_setup_path,timing.critical_path.mode_cell,"ha_1",
grt,grtUsageTotal,4.19,%
floorplan,fp_util,18.2,%
finish,layout.area.comb,494,um^2
timing,fin_crit_sh,71.9,%
timing,hold_violations,0,
grt,grt_pass1_wl,3480,um
finish,post-route-util,24.5,%
clocking,cts.repair.resized,0,
floorplan,die_x,99,um
routing,num_antenna_cells,0,
routing,drt_iter0_drc,41,
finish,final_common_cell,"clkdlybuf4s50_1",
floorplan,num_rows,28,
placement,gp_congestion,0.775,
floorplan,die-area,0.00980,mm^2
routing,routedWlPerCell,10.4,um
clocking,cts_buffers,3,
worst_setup_path,worst_ep_arrival_time,2.77,ns
floorplan,core_area,0.00599,mm^2
timing,slew_headroom,76.7,%
synth,ys.warnings.count,1,
pwr,swShare,32.4,%
synth,postSynthSeqShare,51.5,%
grt,antenna_found_initial,0,
synth,edf_count,16,
worst_setup_path,worstSetupPathType,"in2reg",
worst_setup_path,slowest_stage,"clkdlybuf4s50_1",
synth,synth_area_per_cell,12.2,um^2
worst_setup_path,startpoint_type,"input port",
synth,ys_types,22,
pwr,clkPwrFrac,9.4,%
timing,slew_violations,0,
finish,nFillCells,622,
job,tool_warnings,25,
clocking,path_clk_slew,0.07,ns
worst_setup_path,path_buffers,2,
synth,flop_cell,"edfxtp_1",
synth,synthCells,89,
clocking,holdBufCountCts,0,
floorplan,boundaryPins,26,
synth,ys_cells,89,
worst_setup_path,slowest_delay,0.49,ns
routing,firstDrtPassIters,4,
job,cap_violations,0,
grt,grt_overflow,0,
power groups by stage:
stage	clock (mW)	combinational, mW	sequential (mW)
4_1_cts	0.133	0.749	0.498
6_report	0.127	0.730	0.495
5_1_grt	0.146	0.841	0.516
synth_stat cells, types with 2 or more instances:
cell	n	area [um^2]
a21oi_1	3	15.0
buf_4	2	15.0
dfxtp_1	4	80.1
edfxtp_1	16	480
ha_1	8	100
inv_1	5	18.8
mux2_2	3	33.8
nand2_1	4	15.0
nand4_1	2	12.5
nor2_1	9	33.8
nor3_1	7	35.0
o21a_1	2	15.0
o21ai_0	2	10.0
xnor2_1	13	114
xor2_1	2	17.5
path summary, 6_finish.rpt:
kind	start	to	slack, ns	cells past startpoint
max reg2reg	M[0]$_DFFE_PP_	Q[3]$_DFFE_PP_	1.60	8
max	mul1[2]	Q[3]$_DFFE_PP_	1.10	9
min	n[0]$_SDFF_PP0_	n[0]$_SDFF_PP0_	0.49	1
min reg2reg	n[0]$_SDFF_PP0_	n[0]$_SDFF_PP0_	0.49	1
layer usage:
| metal | track usage [%] | routed length [um] | vias up | part of all wire [%] |
|---|---|---|---|---|
| met1 | 6.18 | 994 | 306 | 50 |
| met2 | 5.01 | 677 | 32 | 34 |
| met4 | 0.441 | 14 | 0 | 0.71 |
| met5 | 0 | 0 | - | 0 |
| li1 | - | - | 370 | - |
| met3 | 2.82 | 296 | 2 | 15 |
registers in the layout (all words and copies together) (netlist names):
name      flops
Q             4
n             3
A             3
mul2_mem      4
M             4
ready         1
q0            1
through the flow:
step           hold slack [ns]  setup slack [ns]  instance area (um^2)
2_1_floorplan            0.451              1.10                  1090
3_3_place_gp             0.477             0.812                  1430
3_5_place_dp             0.479             0.802                  1430
4_1_cts                  0.491              1.08                  1470
5_1_grt                  0.510             0.890                  1470
6_report                 0.486              1.10                  1470
cell type report:
class | instances | share of cell area, %
Tap cell | 75 | 6.40
Timing Repair Buffer | 26 | 17.6
Multi-Input combinational cell | 62 | 33.7
Inverter | 5 | 1.28
Sequential cell | 20 | 38.2
Clock buffer | 3 | 2.82
cells by family (layout without fill, tap and decap cells):
kind of cell | Yosys count | count (layout) | share of synthesized area, %
AND-OR/OR-AND | 9 | 9 | 5.17
XOR/XNOR | 16 | 16 | 14.1
adder cells (fa/ha/maj) | 9 | 9 | 11.0
buffers and inverters | 7 | 34 | 3.10
flip-flops | 20 | 20 | 51.5
multiplexers | 3 | 3 | 3.10
AND/OR/NAND/NOR | 25 | 25 | 12.0
Power is estimated from default activity; no workload was simulated.
